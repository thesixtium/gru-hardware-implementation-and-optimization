`flow/constraint.sdc`:
```
current_design gru_hidden_state_element

set clk_period 1.0
set clk_io_pct 0.2

create_clock -name clk0 -period $clk_period [get_ports {clk}]

set non_clock_inputs [all_inputs -no_clocks]
set_input_delay [expr $clk_period * $clk_io_pct] -clock clk0 $non_clock_inputs
set_output_delay [expr $clk_period * $clk_io_pct] -clock clk0 [all_outputs]
```
`flow/design.v`:
```
`timescale 1ns / 1ps
module mult #(
    parameter INT_WIDTH = 8,    
    parameter FRAC_WIDTH = 8    
)(
    input  logic signed [INT_WIDTH+FRAC_WIDTH-1:0] a,
    input  logic signed [INT_WIDTH+FRAC_WIDTH-1:0] b,
    output logic signed [INT_WIDTH+FRAC_WIDTH-1:0] y
);
    localparam TOTAL_WIDTH = INT_WIDTH + FRAC_WIDTH;
    localparam PROD_WIDTH = 2 * TOTAL_WIDTH;
    logic signed [PROD_WIDTH-1:0] full_product;
    assign full_product = a * b;
    assign y = full_product[FRAC_WIDTH +: TOTAL_WIDTH];
endmodule
module gru_hidden_state_element #(
    parameter int INT_BITS = 16,
    parameter int FRAC_BITS = 8,
    parameter int DATA_WIDTH = INT_BITS + FRAC_BITS
) (
    input  logic                     clk,
    input  logic                     rst_n,
    input  logic                     valid_in,
    input  logic signed [DATA_WIDTH-1:0] z_t_n,       
    input  logic signed [DATA_WIDTH-1:0] n_t_n,       
    input  logic signed [DATA_WIDTH-1:0] h_t_prev_n,  
    output logic signed [DATA_WIDTH-1:0] h_t_n,
    output logic                          valid_out
);
    localparam signed [DATA_WIDTH-1:0] ONE = (1 << FRAC_BITS);
    logic signed [DATA_WIDTH-1:0] one_minus_z;
    logic signed [DATA_WIDTH-1:0] term1;   
    logic signed [DATA_WIDTH-1:0] term2;   
    logic signed [DATA_WIDTH-1:0] h_new;
    assign one_minus_z = ONE - z_t_n;
    mult #(
        .INT_WIDTH(INT_BITS),
        .FRAC_WIDTH(FRAC_BITS)
    ) mult_term1 (
        .a(one_minus_z),
        .b(n_t_n),
        .y(term1)
    );
    mult #(
        .INT_WIDTH(INT_BITS),
        .FRAC_WIDTH(FRAC_BITS)
    ) mult_term2 (
        .a(z_t_n),
        .b(h_t_prev_n),
        .y(term2)
    );
    assign h_new = term1 + term2;
    always_ff @(posedge clk or negedge rst_n) begin
        if (!rst_n) begin
            h_t_n <= '0;
            valid_out <= 1'b0;
        end else begin
            h_t_n <= h_new;
            valid_out <= valid_in;
        end
    end
endmodule
```
`flow/run.sh`:
```
#!/bin/bash
# OpenROAD 26Q1-2900-gdf79404cd8, Yosys 0.63+post, stock flow scripts
make -C /OpenROAD-flow-scripts/flow DESIGN_CONFIG=/design/flow/config.mk WORK_HOME=/design/flow/orfs finish
```
`flow/config.mk`:
```
export PLATFORM = sky130hd
export DESIGN_NAME = gru_hidden_state_element
export DESIGN_NICKNAME = gru_hidden_state_element
export VERILOG_FILES = /design/flow/design.v
export SDC_FILE = /design/flow/constraint.sdc
export NUM_CORES = 4
export LEC_CHECK = 1
export CORE_UTILIZATION = 40
```
==> notes.md <==
yosys + openroad results -> outcome=finished, violations left, failing checks=negative setup slack, RSZ-0062 raised after global routing=true, max incr delay on CP=580 ps, number of enable flip-flop cells=0, P&R area growth vs syn=22.1%, proportion of layout cells with a drive suffix above 1=0.191, Initial DRC Count=762, CTS tree=built, # setup viols final=32, Row Count=100, Distinct lib cells used=54, Finished Layout Cells=4819, Clock Pin Slew Worst Setup and Hold Paths=70 ps, Clock Path Buffers=2, Crit Path Category=in2reg, Final Max Tran Viols=0, fin worst setup slack=-7820 ps, actual slew at the worst max-slew pin=510 ps, Die Width=278 um, vias per std cell=4.69, routability cong.=0.948, antenna violations before repair=5, post-synthesis cell count=3438, Final Cycle Share=8.82, H-tree depth=1, vias in the first global route=24539, max_cap viols=0, global-route wire length before repair=131000 um, Slew headroom=0.656, sequential cell area=634 um^2, f_max=113 MHz, fp util=0.406, Arr. time, crit path=8980 ps, DRC=0, fraction of registers with async set or reset after synthesis=1.00, DRT antenna net count=0, Die H=278 um, Detailed Route WL=79700 um, vias=22588, Synth flops=25, fill count=6884, Die Size=77100 um^2, Logic area=27100 um^2, most common cell after layout, fill and taps aside=inv_1, min-delay worst type=in2async, Yosys Instances=3438, n_diodes=0, Critical Path RT=1160 ps, PortBufs=99, All-Layer GR Usage=0.233, Commonest flop=dfrtp_1, total core area=74800 um^2, Detail Placement HPWL=70400 um, crit path time final=8820 ps, clock tree sinks=25, Overflow after GRT=0, most frequent cell on the critical path=fa_1, CP bufs+invs=9, drt pass-1 iters=7, Startpoint Class=primary input, Num CTS Buffers=3, OpenROAD warning count=28, Final Hold Viols=0, top cell family by delay on the critical path=adder cells, Slowest-stage cell, CP=or4_4, most frequently placed logic cells in the final layout=inv_1, fa_1, nand2_1, Top Ports=100, synthesized area=30400 um^2, Crit Path Max Fanout=4, Yosys chip area=30400 um^2, Synth Seq Share=0.0206, Synth Warn #=1, DR WL/cell=16.5 um, clock root cell=clkbuf_16, DP Cell Count=4759, final core utilization=0.496, Hold Buf Count CTS=0, Post-Syn Area per Cell=8.84 um^2, Worst Setup End Kind=flip-flop, largest net degree at the start of global routing=29
[final timing paths]
path,from,to,cells after the start
max in group asynchronous,rst_n,h_t_n[21],2
min,rst_n,h_t_n[11],2
min in group clk0,valid_in,valid_out,1
max,z_t_n[5],h_t_n[23],40
[kinds of logic (layout without fill, tap and decap cells)]
group / count (synthesis) / count (layout) / share of synthesized area
AOI/OAI and AO/OA: 130 / 130 / 0.0277
xor gates and xnor gates: 151 / 151 / 0.0453
adders and majority gates: 1011 / 1011 / 0.604
buffers and inverters: 1046 / 1458 / 0.130
DFF: 25 / 25 / 0.0206
and+or+nand+nor: 1075 / 1075 / 0.172
[stage by stage]
| stage | area, um^2 | setup WS [ps] | setup TNS [ps] | hold slack [ps] |
|---|---|---|---|---|
| after floorplan | 30600 | -8200 | -157820 | -95.6 |
| after global placement | 35500 | -8630 | -177750 | 573 |
| after detailed placement | 35500 | -8700 | -178100 | 574 |
| after CTS | 36600 | -7860 | -159200 | 279 |
| after global routing | 37100 | -8190 | -166150 | 281 |
| final | 37100 | -7820 | -159320 | 277 |
[routing by layer]
layer,up-vias,global-route usage,share of wire
li1,10645,-,-
met2,709,0.344,0.44
met5,-,0,0.00045
met4,6,0.0316,0.018
met3,74,0.127,0.13
met1,11154,0.322,0.41
[state kept, by name (all words and copies together) (netlist names)]
name	flops
valid_out	1
h_t_n	24
[cell usage after synthesis (2+ instances only)]
master | n | share of area
a31oi_1 | 7 | 0.0014
xor2_1 | 24 | 0.0069
xnor3_1 | 4 | 0.0030
buf_1 | 11 | 0.0014
nand4b_1 | 2 | 0.00058
and4_1 | 2 | 0.00058
and2_1 | 380 | 0.078
nor3_1 | 20 | 0.0033
nor3_2 | 3 | 0.00099
nand2b_1 | 22 | 0.0045
o41ai_1 | 2 | 0.00058
nor2b_1 | 10 | 0.0021
inv_1 | 876 | 0.11
nand4_1 | 4 | 0.00082
nor2_1 | 60 | 0.0074
a211oi_1 | 4 | 0.00099
clkbuf_1 | 157 | 0.019
a21o_1 | 14 | 0.0035
o31a_1 | 2 | 0.00058
a31o_2 | 2 | 0.00058
buf_6 | 2 | 0.00074
o21ai_0 | 29 | 0.0048
o211ai_1 | 4 | 0.00099
xnor2_1 | 123 | 0.035
dfrtp_1 | 25 | 0.021
and3_1 | 2 | 0.00041
or2_2 | 3 | 0.00062
nor4_2 | 2 | 0.00082
a21oi_1 | 37 | 0.0061
nor4_1 | 6 | 0.0012
o21bai_1 | 5 | 0.0012
o21a_1 | 9 | 0.0022
nand3_1 | 14 | 0.0023
nand2_1 | 535 | 0.066
ha_1 | 250 | 0.10
fa_1 | 761 | 0.50
or3_1 | 7 | 0.0014
o221ai_1 | 2 | 0.00058
[timing repair]
action,CTS,global route
gates resized,286,103
setup buffers,43,24
pin swaps,151,114
setup endpoints to repair,49,33
[final cells by class]
cell class	instances	area share
clock inverter	1	0.000236
tap	969	0.0327
timing repair buffer	578	0.129
inverter	876	0.0887
clock buffer	3	0.00202
multi-input combinational	2367	0.730
sequential	25	0.0171
