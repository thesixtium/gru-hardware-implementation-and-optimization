File: ./run.sh
#!/bin/bash
# OpenROAD 26Q1-2900-gdf79404cd8, Yosys 0.63+post, stock flow scripts
make -C /OpenROAD-flow-scripts/flow DESIGN_CONFIG=/design/flow/config.mk WORK_HOME=/design/flow/orfs finish
File: ./config.mk
export PLATFORM = sky130hd
export DESIGN_NAME = uart_rx
export DESIGN_NICKNAME = uart_rx
export VERILOG_FILES = /design/flow/design.v
export SDC_FILE = /design/flow/constraint.sdc
export NUM_CORES = 4
export LEC_CHECK = 1
export CORE_AREA = 10 10 97 97
export DIE_AREA = 0 0 107 107
File: ./constraint.sdc
current_design uart_rx

set clk_period 2.5
set clk_io_pct 0.2

create_clock -name clk0 -period $clk_period [get_ports {clk}]

set non_clock_inputs [all_inputs -no_clocks]
set_input_delay [expr $clk_period * $clk_io_pct] -clock clk0 $non_clock_inputs
set_output_delay [expr $clk_period * $clk_io_pct] -clock clk0 [all_outputs]
File: ./design.v
module uart_rx (
    input  logic clk,          
    input  logic rst_n,        
    input  logic rx,           
    output logic [7:0] data   
);
    logic shift;
    logic state;
    logic nextstate;
    logic clear_bitcounter;
    logic inc_bitcounter;
    logic inc_samplecounter;
    logic clear_samplecounter;
    logic [3:0]  bitcounter;
    logic [1:0]  samplecounter;
    logic [13:0] counter;
    logic [9:0]  rxshiftreg;
    localparam clk_freq = 100_000_000;
    localparam baud_rate = 9_600;
    localparam div_sample = 4;
    localparam div_counter = clk_freq / (baud_rate * div_sample);
    localparam mid_sample = (div_sample / 2);
    localparam div_bit = 10;
    assign data = rxshiftreg[8:1];
    always @(posedge clk) begin
        if (!rst_n) begin
            state <= 0;
            bitcounter <= 0;
            counter <= 0;
            samplecounter <= 0;
        end else begin
            counter <= counter + 1;
            if (counter >= div_counter - 1) begin
                counter <= 0;
                state <= nextstate;
                if (shift) rxshiftreg <= {rx, rxshiftreg[9:1]};
                if (clear_samplecounter) samplecounter <= 0;
                if (inc_samplecounter)   samplecounter <= samplecounter + 1;
                if (clear_bitcounter)    bitcounter <= 0;
                if (inc_bitcounter)      bitcounter<= bitcounter+ 1;
            end
        end
    end
    always@(posedge clk) begin
        shift <= 0;
        clear_samplecounter <= 0;
        inc_samplecounter <= 0;
        clear_bitcounter <= 0;
        inc_bitcounter <= 0;
        nextstate <= 0;
        case(state)
            0: begin
                if (rx) begin
                    nextstate <= 0;
                end else begin
                    nextstate <= 1;             
                    clear_bitcounter <= 1;      
                    clear_samplecounter <= 1;   
                end
            end
            1: begin
                nextstate <= 1;
                if (samplecounter == mid_sample - 1) begin
                    shift <= 1;
                end
                if (samplecounter == div_sample - 1) begin
                    if(bitcounter == div_bit - 1 ) begin
                        nextstate <= 0;
                    end
                    inc_bitcounter <= 1;
                    clear_samplecounter <= 1;
                end else begin
                    inc_samplecounter <= 1;
                end
            end
            default: nextstate <= 0;
        endcase
    end
endmodule
==> run_results.csv <==
group,metric,value,unit
critical_path,worstSetupPathType,"flip-flop to flip-flop",
global_routing,grt_pass1_wl,4.38,mm
critical_path,cp_max_fo,9,
clock_network,cts_tree,"done",
die,core,0.00729,sq mm
clock_network,cts_sinks,36,
place,routabilityCongestion,0.830,
route,drc_errors,0,
pwr,switchingPower,227,uW
clock_network,root_buffer,"clkbuf_8",
pwr,powerDensity,650,mW/mm^2
critical_path,rrSetupSlack,0.76,ns
route,wirelength,2.45,mm
critical_path,rr_worst_depth,6,
die,dieArea,0.0114,sq mm
pwr,finalPower,1.14,mW
route,met2WireLength,972,microns
sta,setup_violations,0,
die,core.rowCount,31,
critical_path,path_cells,"ha_1, o21a_1, o211a_1, nor2_1, nor2_1, buf_4",
sta,drv_slew,0,
pwr,pwr-share-seq,53.7,%
sta,timing.hold.ws,0.437,ns
min_path,holdPathStages,0,
sta,finalSetupTns,0,ns
cells_and_area,stdcell_count,251,
route,wl_met3,110,microns
min_path,whs_endpoint,"rxshiftreg[8]",
global_routing,grt_pass1_vias,912,
cells_and_area,lay_top_count,"dfxtp_1",
cells_and_area,area_growth,18.3,%
clock_network,clkTransAtPathRegs,0.07,ns
critical_path,slowest_stage,"dfxtp_1",
clock_network,numCtsBuffers,5,
cells_and_area,final_design_area_no_fill,0.00176,sq mm
cells_and_area,layout_top_cells,"dfxtp_1 (27), nor2_1 (17), nand2_1 (11)",
die,fp_util,20.4,%
clock_network,postCtsResizedCells,0,
route,wirelength_met1,1.32,mm
synthesis,ys_ff,36,
critical_path,critical_path.most_common_cell,"nor2_1",
route,diodes,0,
global_routing,grt.overflow.total,0,
synthesis,yosysCellCount,142,
global_routing,grt_usage,4.62,%
pwr,p_sw_share,19.8,%
sta,finalClockPeriodUsage,69.7,%
critical_path,timing.rr.end,"rxshiftreg[1]",
pwr,p_leak,0.623,nW
global_routing,grt_max_degree,16,
route,routedWlPerCell,9.76,microns
critical_path,critPathCaptureType,"flip-flop",
pwr,ir_drop,0.000296,V
place,dp_cells,243,
min_path,min-delay-start,"rxshiftreg[9]",
sta,timing.slew.headroom,64.9,%
sta,fin_worst_skew,0.00207,ns
synthesis,ys_warn_count,1,
pwr,clkPwrFrac,43.2,%
critical_path,cp.arrival,1.79,ns
sta,rsz0062_at_grt,"false",
route,dr.pass1.iters,4,
cells_and_area,drive_gt1_share,9.21,%
run,cap_violations,0,
clock_network,cts_hold_buf,0,
route,vias_per_cell,3.70,
die,pin_count,11,
place,dpl-instance-area,0.00165,sq mm
sta,finalHoldViolCount,0,
clock_network,h-tree-depth,2,
route,drt_iter0_markers,73,
pwr,p_int,916,uW
synthesis,ys_types,42,
critical_path,required,2.55,ns
status,status,"finished, final reports clean",
synthesis,syn_area,0.00149,sq mm
critical_path,worstReg2RegStart,"counter[0]",
route,highest_layer,"met4",
critical_path,critPathMaxStageDelay,0.34,ns
synthesis,synthCells,142,
clock_network,cts_buffer_depth,2,
sta,fin_ws,0.757,ns
critical_path,crit_family,"AND-OR/OR-AND gates",
place,place_hpwl,1.79,mm
global_routing,antenna_found_initial,0,
min_path,min-delay-path-class,"flip-flop to flip-flop",
critical_path,critPathLaunchType,"flip-flop",
place,place_ws,0.493,ns
synthesis,synth-area-yosys,0.00149,sq mm
clock_network,postCtsSetupRepairBufs,0,
critical_path,path_buffers,1,
cells_and_area,fin_util,24.1,%
route,via_count,929,
die,fp.dieW,107,microns
pwr,power_frac_comb,3.2,%
synthesis,avgSynthCellArea,10.5,sq um
die,dieHeight,107,microns
place,portBuffers,10,
sta,min_period,1.74,ns
sta,worst_pin_slew,0.525,ns
route,ant_nets,0,
run,warnings,27,
clock_network,worstSkewPairLatency,0.28,ns
sta,fmax,0.574,GHz
synthesis,ys_seq_share,54.5,%
==> how the worst max path moves through the flow <==
| stage | startpoint | endpoint | slack, ns | depth (start not counted) |
|---|---|---|---|---|
| after global routing | counter[0] | rxshiftreg[1] | 0.63 | 6 |
| final | counter[0] | rxshiftreg[1] | 0.76 | 6 |
| after CTS | counter[0] | rxshiftreg[1] | 0.75 | 6 |
==> worst register-to-register path, stage by stage (launching register included) <==
cell,delay [ns]
dfxtp_1,0.34
ha_1,0.25
o21a_1,0.20
o211a_1,0.27
nor2_1,0.20
nor2_1,0.07
buf_4,0.17
==> Yosys cell counts <==
master | n | area share, %
o22ai_1 | 2 | 0.84
nand3b_1 | 1 | 0.50
buf_6 | 1 | 0.76
a211oi_1 | 1 | 0.50
nor2_1 | 17 | 4.3
and4b_1 | 1 | 0.67
nor4_1 | 1 | 0.42
nor3_1 | 3 | 1.0
nand4_1 | 3 | 1.3
and4_1 | 1 | 0.59
o21a_2 | 1 | 0.59
nor2b_1 | 1 | 0.42
a21oi_1 | 2 | 0.67
buf_4 | 8 | 4.0
or2_2 | 1 | 0.42
nand2b_1 | 2 | 0.84
o21a_1 | 1 | 0.50
o32ai_1 | 2 | 1.2
and3_1 | 3 | 1.3
o211ai_2 | 1 | 0.84
nand2_1 | 11 | 2.8
ha_1 | 5 | 4.2
o21ai_0 | 2 | 0.67
o211ai_1 | 1 | 0.50
o21ai_1 | 3 | 1.0
dfxtp_1 | 27 | 36
and2_1 | 2 | 0.84
xor2_1 | 5 | 2.9
edfxtp_1 | 9 | 18
nand4b_1 | 2 | 1.2
mux2i_1 | 1 | 0.67
nand3_1 | 5 | 1.7
o211a_1 | 1 | 0.67
clkbuf_1 | 1 | 0.25
o221ai_1 | 1 | 0.59
a31oi_1 | 1 | 0.42
xnor2_1 | 4 | 2.4
and3b_1 | 1 | 0.59
a21oi_2 | 1 | 0.59
nand3_2 | 1 | 0.67
conb_1 | 1 | 0.25
inv_1 | 4 | 1.0
==> power by group through the flow <==
stage / Clock, mW / Sequential (mW) / Combinational [mW]
CTS: 0.514 / 0.613 / 0.0365
global route: 0.538 / 0.615 / 0.0414
finish: 0.493 / 0.613 / 0.0363
==> final cells by class <==
class                      instances  area [sq um]
sequential                        36           811
clock inverter                     3          42.5
fill                             798          5530
clock buffer                       5          68.8
tap                               99           124
multi-input combinational         93           591
timing repair buffer              11           108
inverter                           4          15.0
==> state kept, by name (all words and copies together) (netlist names) <==
register	count
bitcounter	4
clear_bitcounter	1
clear_samplecounter	1
counter	14
inc_bitcounter	1
inc_samplecounter	1
nextstate	1
rxshiftreg	9
samplecounter	2
shift	1
state	1
==> cells by family (layout without fill, tap and decap cells) <==
family | Yosys count | in the layout | share of synthesized area (%)
XOR/XNOR | 9 | 9 | 5.30
other | 1 | 2 | 0.252
buffers and inverters | 14 | 23 | 6.06
flip-flops | 36 | 36 | 54.5
adder cells (fa/ha/maj) | 5 | 5 | 4.21
AND-OR/OR-AND | 20 | 20 | 9.59
AND/OR/NAND/NOR | 56 | 56 | 19.4
multiplexers | 1 | 1 | 0.673
==> metal layers <==
metal	track usage (%)	vias up
li1	-	509
met1	6.66	402
met2	6.58	12
met3	1.70	6
met4	0.774	0
met5	0	-
Power is estimated from default activity; no workload was simulated.
