$ cat /design/flow/constraint.sdc
current_design uart_tx

set clk_period 2.7
set clk_io_pct 0.2

create_clock -name clk0 -period $clk_period [get_ports {clk}]

set non_clock_inputs [all_inputs -no_clocks]
set_input_delay [expr $clk_period * $clk_io_pct] -clock clk0 $non_clock_inputs
set_output_delay [expr $clk_period * $clk_io_pct] -clock clk0 [all_outputs]
$ cat /design/flow/config.mk
export PLATFORM = sky130hd
export DESIGN_NAME = uart_tx
export DESIGN_NICKNAME = uart_tx
export VERILOG_FILES = /design/flow/design.v
export SDC_FILE = /design/flow/constraint.sdc
export NUM_CORES = 4
export LEC_CHECK = 1
export CORE_AREA = 10 10 109 109
export DIE_AREA = 0 0 119 119
$ cat /design/flow/design.v
module uart_tx(
    input        clk,
    input        rst_n,
    input        transmit,
    input  [7:0] data,
    (* IOB = "TRUE" *)
    output reg   TxD
);
    reg [3:0]  bitcounter;
    reg [13:0] counter;
    reg        state, nextstate;
    reg [9:0]  rightshiftreg;
    reg        shift;
    reg        load;
    reg        clear;
    reg TxD_int;
    always @(posedge clk or negedge rst_n) begin
        if (!rst_n)
            TxD <= 1'b1;
        else
            TxD <= TxD_int;
    end
    always @(posedge clk) begin
        if (!rst_n) begin
            state      <= 0;
            counter    <= 0;
            bitcounter <= 0;
        end else begin
            counter <= counter + 1;
            if (counter >= 10415) begin
                state   <= nextstate;
                counter <= 0;
                if (load)  rightshiftreg <= {1'b1, data, 1'b0};
                if (clear) bitcounter <= 0;
                if (shift) begin
                    rightshiftreg <= rightshiftreg >> 1;
                    bitcounter    <= bitcounter + 1;
                end
            end
        end
    end
    always @(posedge clk) begin
        load    <= 0;
        shift   <= 0;
        clear   <= 0;
        TxD_int <= 1'b1;
        case (state)
            0: begin
                if (transmit) begin
                    nextstate <= 1;
                    load      <= 1;
                end else begin
                    nextstate <= 0;
                end
            end
            1: begin
                if (bitcounter >= 10) begin
                    nextstate <= 0;
                    clear     <= 1;
                end else begin
                    nextstate <= 1;
                    TxD_int   <= rightshiftreg[0];
                    shift     <= 1;
                end
            end
            default: nextstate <= 0;
        endcase
    end
endmodule
$ cat /design/flow/run.sh
#!/bin/bash
# OpenROAD 26Q1-2900-gdf79404cd8, Yosys 0.63+post, stock flow scripts
make -C /OpenROAD-flow-scripts/flow DESIGN_CONFIG=/design/flow/config.mk WORK_HOME=/design/flow/orfs finish
==> flow_summary.rst <==
Metrics
=======

.. list-table::
   :header-rows: 1

   * - Metric
     - Value
   * - Class of the tightest hold or removal check
     - register to register
   * - Fraction of the cycle the final worst path needs
     - 69.8%
   * - Layout overhead on the synthesized area
     - 21.3%
   * - Buffers inserted by post-CTS timing repair
     - 0
   * - Clock skew after layout
     - 0.00348 ns
   * - Via count of the first global-routing pass
     - 989
   * - Warning total across the stage logs
     - 26
   * - Static leakage
     - 0.000640 uW
   * - Worst vdd ir
     - 185 uV
   * - Final-report max-slew violation count
     - 0
   * - Synth Area per Inst
     - 11.6 sq um
   * - Number of standard-cell rows in the floorplan
     - 36
   * - Sinks on Clock Net
     - 35
   * - Clock tree buffer depth
     - 2
   * - Setup crit start kind
     - register
   * - Wire per inst
     - 9.14 microns
   * - WP data required
     - 2.65 ns
   * - Ratio of cells with drive above 1 in the final layout
     - 23.5%
   * - First DRT Iteration DRCs
     - 54
   * - Endpoints failing hold
     - 0
   * - Achievable frequency
     - 0.530 GHz
   * - Crit Path Max Fanout
     - 10
   * - Count of input and output buffers
     - 11
   * - Clock period minus worst slack
     - 1.89 ns
   * - Worst slack after detailed placement
     - 0.799 ns
   * - Total I/O pin count
     - 12
   * - Largest net degree at the start of global routing
     - 16
   * - Remaining DRCs
     - 0
   * - Width of the chip
     - 119 microns
   * - Detailed-routing iteration count for the pre-antenna-repair pass
     - 4
   * - Post-detailed-placement cell area
     - 0.00182 sq mm
   * - Die outline height
     - 119 microns
   * - Post-route cell area
     - 0.00192 sq mm
   * - Detail Placement HPWL
     - 1840 microns
   * - CTS buffer count
     - 5
   * - CTS tree
     - done
   * - Final WS setup
     - 0.814 ns
   * - # H-tree levels
     - 2
   * - Total Routing Usage GR
     - 3.88%
   * - Number of enable flip-flop cells
     - 10
   * - Synthesized netlist cell count
     - 137
   * - Worst-margin pin slew
     - 0.569 ns
   * - Flop2flop setup slack
     - 0.81 ns
   * - Placer Congestion
     - 0.738
   * - Critical path start-end classification
     - register to register
   * - Post-cts hold-fix buffer tally
     - 0
   * - Share of synthesized area occupied by flip-flops and latches
     - 50.9%
   * - Die area
     - 0.0142 sq mm
   * - Tot Pwr
     - 1000 uW
   * - Yosys chip area
     - 0.00159 sq mm
   * - Ant diodes
     - 0
   * - Primary FF master, synth
     - dfxtp_1
   * - Async SR Flop Fraction
     - 2.86%
   * - Antenna violations before repair
     - 0
   * - Number of gates resized after cts
     - 0
   * - Post-layout instance count excluding filler cells
     - 286
   * - Root Buffer
     - clkbuf_8
   * - Total congestion overflow after global routing
     - 0
   * - Library cells used by synthesis
     - 44
   * - Data arrival, critical path
     - 1.83 ns
   * - Wire length of the first global-routing pass
     - 4660 microns
   * - Setup repair after global routing missed its margin
     - no
   * - Outcome
     - finished clean
   * - Core Footprint
     - 0.00964 sq mm
   * - Power density over the cells
     - 521 mW/mm^2
   * - Registers, synthesis
     - 35
   * - Via count of the routed design
     - 991
   * - Critical path endpoint category
     - register
   * - Number of vias per cell after detailed routing
     - 3.47
   * - Yosys synthesis warning count
     - 1
   * - Setup Total Neg Slack
     - 0 ns
   * - Yosys cell count
     - 137
   * - Synthesized area
     - 0.00159 sq mm
   * - Total instance count after detailed placement
     - 278
   * - Max-Slew Margin vs Limit
     - 62.0%
   * - Aggregate routed wire length
     - 2610 microns
   * - Max-capacitance violation count
     - 0
   * - Clock Pin Slew Worst Setup and Hold Paths
     - 0.07 ns
   * - Residual antenna-violating net count after detailed routing
     - 0
   * - Starting density of the core
     - 16.5%
   * - Latency at later pin
     - 0.28 ns
   * - Final setup violating endpoints
     - 0
[cell type report]
cell class / count / area (sq um)
fillers: 1046 / 7710
flip-flops and latches: 35 / 807
multi-input cells: 90 / 703
well taps: 133 / 166
repair buffers: 12 / 118
clock buffers: 8 / 100
inverters: 8 / 30.0
[power by group]
group	internal [uW]	switching [uW]	leakage, uW
Combinational	24.6	18.6	0.000294
Sequential	545	3.96	0.000294
Clock	233	179	0.0000515
[routing by layer]
layer / track usage (%) / vias to the layer above / part of all wire [%]
li1: - / 512 / -
met2: 5.67 / 12 / 42
met5: 0 / - / 0
met4: 1.15 / 0 / 3.6
met1: 5.10 / 463 / 48
met3: 1.73 / 4 / 6.5
[stage by stage]
step	util, %	hold WS (ns)
after floorplan	-	0.284
after global placement	18.9	0.285
after detailed placement	18.9	0.287
after CTS	20.0	0.297
after global routing	20.0	0.308
final	20.0	0.296
[cell usage after synthesis, drive strengths merged, types with 4 or more instances]
master   n  area (sq um)
o21ai    4          23.8
nand3    6          30.0
xnor2    6          52.6
nand2    8          30.0
xor2     5          43.8
nor2    19           139
dfxtp   24           480
mux2     8          90.1
inv      8          30.0
edfxtp  10           300
[placed cells by master (no fill, tap or decap), types with 2 or more instances in the layout]
cell type	count
and3_1	2
and4_1	3
clkbuf_8	7
clkdlybuf4s50_1	11
dfxtp_1	24
edfxtp_1	10
ha_1	3
inv_1	8
mux2_2	8
mux2i_1	2
nand2_1	8
nand3_1	6
nor2_1	8
nor2_2	3
nor2_4	8
o211a_1	2
o21ai_0	2
or3_1	2
xnor2_1	6
xor2_1	5
[sequential cells by signal, summed over array words and instances, names as in the netlist]
register / flops
counter: 14
shift: 1
rightshiftreg: 10
clear: 1
TxD_int: 1
nextstate: 1
state: 1
bitcounter: 4
TxD: 1
load: 1
[final timing paths]
check,end,cells after the start,startpoint
worst max-delay path,rightshiftreg[5]$_DFFE_PP_,5,counter[0]$_SDFF_PP0_
min in group asynchronous,TxD$_DFF_PN1_,1,rst_n
worst max register to register,rightshiftreg[5]$_DFFE_PP_,5,counter[0]$_SDFF_PP0_
worst min-delay path,TxD$_DFF_PN1_,0,TxD_int$_SDFF_PP1_
max in group asynchronous,TxD$_DFF_PN1_,1,rst_n
worst min register to register,TxD$_DFF_PN1_,0,TxD_int$_SDFF_PP1_
[worst max-delay path: stages (launching register included)]
cell	delay [ns]
dfxtp_1	0.37
ha_1	0.26
a31oi_2	0.13
o21ai_2	0.14
o2bb2ai_2	0.19
o211a_1	0.45
[kinds of logic (layout without fill, tap and decap cells)]
kind of cell	count (synthesis)	after routing	share of synthesized area [%]
xor+xnor	11	11	6.07
mux	10	10	6.94
compound gates	16	16	8.36
fa+ha+maj	3	3	2.37
flops	35	35	50.9
buf+inv	12	28	4.81
simple gates	50	50	20.6
Power figures rest on the tool's default switching activity, not on a simulated workload.
